==> flow/design.v <==
`timescale 1ns / 1ns
module iic_drive#(
    parameter                                   DEVICE_ADDR        = 7'b101_0000, 
    parameter                                   REG_ADDR_WIDTH     = 16    ,  
    parameter                                   CLK_FREQ           = 50_000_000,  
    parameter                                   IIC_FREQ           = 100_000 
)
(
    input                                       clk                 ,
    input                                       rst                 ,
    output reg                                  scl                 ,
    inout                                       sda                 ,
    input                                       iic_start_en        , 
    input                                       iic_wr_rd           , 
    input              [REG_ADDR_WIDTH-1: 0]    iic_reg_addr        , 
    input              [11: 0]                  iic_length          , 
    input              [7: 0]                   iic_wr_data         , 
    output reg         [7: 0]                   iic_rd_data         , 
    output reg                                  iic_busy              
);
    localparam                                  DIV_CNT_MAX        = CLK_FREQ / IIC_FREQ -1;
    reg                [$clog2(DIV_CNT_MAX)-1: 0]div_cnt            ;
    reg                [4: 0]                   bit_cnt             ;
    reg                [REG_ADDR_WIDTH-1: 0]    iic_reg_addr_d0     ;
    reg                [11: 0]                  iic_length_d0       ;
    reg                [12: 0]                  wr_length_cnt       ;
    reg                [12: 0]                  rd_length_cnt       ;
    reg                                         dout_en             ; 
    reg                                         dout                ;
    reg                [23: 0]                  wr_data             ;
    wire                                        scl_high_mid        ;
    wire                                        scl_low_mid         ;
    assign scl_high_mid = div_cnt == DIV_CNT_MAX / 2 -1;   
    assign scl_low_mid  = div_cnt == DIV_CNT_MAX - 1   ;   
    assign sda          = dout_en == 1'b1 ? dout : 1'bz;
    always @(posedge clk )
        begin
            if(iic_start_en) begin
                iic_reg_addr_d0 <= iic_reg_addr;
                iic_length_d0 <= iic_length;
        end
            else begin
                iic_reg_addr_d0 <= iic_reg_addr_d0;
                iic_length_d0 <= iic_length_d0;
        end
        end
    always @(posedge clk )
        begin
            if(rst) begin
                iic_busy <= 0;
        end
            else if(cur_state !=IIC_IDLE) begin
                iic_busy <= 1;
        end
            else begin
                iic_busy <= iic_busy;
        end
        end
    always @(posedge clk )
        begin
            if(rst) begin
                div_cnt <= 0;
        end
            else if(div_cnt == DIV_CNT_MAX) begin
                div_cnt <= 0;
        end
            else if(cur_state ==IIC_IDLE) begin
                div_cnt <= 0;
        end
            else begin
                div_cnt <= div_cnt + 1;
        end
        end
    always @(posedge clk )
        begin
            if(rst) begin
                scl <= 1;
        end
            else if(cur_state == IIC_IDLE || cur_state == IIC_STOP) begin
                scl <= 1;
        end
            else begin
                scl <= (div_cnt>=DIV_CNT_MAX/4-1)&&(div_cnt<=DIV_CNT_MAX*2/4 -1)?1'b1:0;
        end
        end
    always @(posedge clk )
        begin
            if(rst) begin
                bit_cnt <= 0;
        end
            else if(next_state != cur_state) begin
                bit_cnt <= 0;
        end
            else if(bit_cnt == 8 && div_cnt == DIV_CNT_MAX) begin
                bit_cnt <= 0;
        end
            else if(div_cnt == DIV_CNT_MAX) begin
                bit_cnt <= bit_cnt +1;
        end
            else begin
                bit_cnt <= bit_cnt;
        end
        end
    always @(posedge clk )
        begin
            if(rst) begin
                wr_length_cnt <= 0;
                rd_length_cnt <= 0;
        end
            else if(next_state != cur_state) begin
                wr_length_cnt <= 0;
                rd_length_cnt <= 0;
        end
            else if(cur_state == IIC_WRITE && bit_cnt == 8 && div_cnt == DIV_CNT_MAX) begin
                wr_length_cnt <= wr_length_cnt +1;
        end
            else if(cur_state == IIC_XUXIE && bit_cnt == 8 && div_cnt == DIV_CNT_MAX) begin
                rd_length_cnt <= rd_length_cnt +1;
        end
            else if(cur_state == IIC_RD_DATA && bit_cnt == 8 && div_cnt == DIV_CNT_MAX) begin
                rd_length_cnt <= rd_length_cnt +1;
        end
            else begin
                wr_length_cnt <= wr_length_cnt;
                rd_length_cnt <= rd_length_cnt;
        end
        end
    localparam                                  IIC_IDLE           = 7'h0  ;
    localparam                                  IIC_START          = 7'h1  ;    
    localparam                                  IIC_WRITE          = 7'h2  ;
    localparam                                  IIC_XUXIE          = 7'h4  ;
    localparam                                  IIC_RD_DEV         = 7'h8  ;
    localparam                                  IIC_RD_DATA        = 7'h10 ;
    localparam                                  IIC_STOP           = 7'h20 ;
    reg                [6: 0]                   cur_state           ;
    reg                [6: 0]                   next_state          ;
    always @(posedge clk )
        begin
            if(rst)
                cur_state <= IIC_IDLE;
            else 
                cur_state <= next_state;
        end
    always @( * ) begin
            case(cur_state)
                IIC_IDLE:
        begin
            if(iic_start_en)
                next_state <= IIC_START;
            else 
                next_state <= IIC_IDLE;
        end
                IIC_START:
        begin
            if(bit_cnt == DIV_CNT_MAX && (~iic_wr_rd)) begin
                next_state <= IIC_WRITE;
        end
            else if(bit_cnt == DIV_CNT_MAX && iic_wr_rd) begin
                next_state <= IIC_XUXIE;
        end
            else 
                next_state <= cur_state;
        end
                IIC_WRITE:
        begin
            if(sda && bit_cnt == 8 && scl_high_mid) begin
                next_state <= IIC_IDLE;
        end
            else if(wr_length_cnt == iic_length_d0 + REG_ADDR_WIDTH / 8 && bit_cnt==8 && div_cnt == DIV_CNT_MAX) begin
                next_state <= IIC_STOP;
        end
            else 
                next_state <= cur_state;
        end
                IIC_XUXIE:
        begin
            if(sda && bit_cnt == 8 && scl_high_mid) begin
                next_state <= IIC_IDLE;
        end
            else if(rd_length_cnt == REG_ADDR_WIDTH/8 +1 && bit_cnt == 0 && div_cnt ==DIV_CNT_MAX) begin
                next_state <= IIC_RD_DEV;
        end
            else 
                next_state <= cur_state;
        end
                IIC_RD_DEV:
        begin
            if(sda && bit_cnt == 8 && scl_high_mid) begin
                next_state <= IIC_IDLE;
        end
            else if(bit_cnt == 8 && div_cnt == DIV_CNT_MAX) begin
                next_state <= IIC_RD_DATA;
        end
            else 
                next_state <= cur_state;
        end
                IIC_RD_DATA:
        begin
            if(sda && bit_cnt == 8 && scl_high_mid) begin
                next_state <= IIC_IDLE;
        end
            else if(rd_length_cnt == iic_length_d0 -1 &&bit_cnt == 8 && div_cnt == DIV_CNT_MAX) begin
                next_state <= IIC_STOP;
        end
            else 
                next_state <= cur_state;
        end
            IIC_STOP:
        begin
            if(div_cnt == DIV_CNT_MAX) begin
                next_state <= IIC_IDLE;
        end
            else 
                next_state <= cur_state;
        end
                default: next_state <= IIC_IDLE;
        endcase
        end
    always @(posedge clk )
        begin
            if(rst) begin
                dout_en <= 0;
        end
            else if((cur_state == IIC_WRITE || cur_state == IIC_XUXIE || cur_state ==IIC_RD_DEV) && bit_cnt==8) begin
                dout_en <= 0;
        end
            else if(cur_state == IIC_RD_DATA && bit_cnt <= 7) begin
                dout_en <= 0;
        end
            else begin
                    dout_en =1;
        end
        end
    always @(posedge clk )
        begin
            if(cur_state == IIC_START) begin
                dout <= (div_cnt <= DIV_CNT_MAX/2 )? 1'b1:1'b0;
        end
            else if(cur_state == IIC_STOP) begin
                dout <= (div_cnt <= DIV_CNT_MAX/2 )? 1'b0:1'b1;
        end
            else if(cur_state == IIC_XUXIE && rd_length_cnt == REG_ADDR_WIDTH/8 + 1 &&bit_cnt == 0) begin
                dout <= (div_cnt <= DIV_CNT_MAX/2 )? 1'b1:1'b0;
        end
            else if(cur_state == IIC_RD_DATA && bit_cnt ==8 && rd_length_cnt < iic_length_d0 -1) begin
                dout <= 0;
        end
            else begin
                dout <= wr_data[23];
        end
        end
    generate
            if(REG_ADDR_WIDTH == 16) begin
    always @(posedge clk )
        begin
            if(cur_state == IIC_WRITE && wr_length_cnt == 0 && bit_cnt == 0&& div_cnt == 0) begin
                wr_data <= {{DEVICE_ADDR,1'b0},iic_reg_addr_d0};
        end
            else if(cur_state == IIC_WRITE && wr_length_cnt>REG_ADDR_WIDTH/8 && bit_cnt ==0 && div_cnt ==0) begin
                wr_data <= {iic_wr_data,16'b0};
        end
            else if(cur_state == IIC_XUXIE&& rd_length_cnt == 0 && bit_cnt == 0&& div_cnt == 0) begin
                wr_data <= {{DEVICE_ADDR,1'b0},iic_reg_addr_d0};
        end
            else if(cur_state == IIC_RD_DEV &&rd_length_cnt == 0 && bit_cnt == 0&& div_cnt == 0) begin
                wr_data <= {{DEVICE_ADDR,1'b1},16'b0};
        end
            else if(div_cnt ==DIV_CNT_MAX && bit_cnt <=7) begin
                wr_data <= wr_data<<1;
        end
            else begin
                wr_data <= wr_data;
        end
        end
        end
            else if(REG_ADDR_WIDTH == 8) begin
    always @(posedge clk )
        begin
            if(cur_state == IIC_WRITE && wr_length_cnt==0 && div_cnt ==0 && bit_cnt==0) begin
                wr_data <= {{DEVICE_ADDR,1'b0},iic_reg_addr_d0,8'b0};
        end
            else if(cur_state == IIC_WRITE && wr_length_cnt >REG_ADDR_WIDTH/8 && bit_cnt==0 &&div_cnt ==0) begin
                wr_data <= {iic_wr_data,16'b0};
        end
            else if(cur_state == IIC_XUXIE && rd_length_cnt ==0 &&bit_cnt==0 &&div_cnt ==0) begin
                wr_data <= {{DEVICE_ADDR,1'b0},iic_reg_addr_d0,8'b0};
        end
            else if(cur_state == IIC_RD_DEV && rd_length_cnt ==0 &&bit_cnt==0 &&div_cnt ==0) begin
                wr_data <= {{DEVICE_ADDR,1'b1},16'b0};
        end
            else if(div_cnt == DIV_CNT_MAX && bit_cnt <=7) begin
                wr_data <= wr_data <<1;
        end
            else begin
                wr_data <= wr_data;
        end
        end
        end
        endgenerate
    always @(posedge clk )
        begin
            if(cur_state == IIC_RD_DATA && bit_cnt <8 && scl_high_mid) begin
                iic_rd_data <= {iic_rd_data[6:0],sda};
        end
            else begin
                iic_rd_data <= iic_rd_data;
        end
        end
        endmodule
==> flow/run.sh <==
#!/bin/bash
# OpenROAD 26Q1-2900-gdf79404cd8, Yosys 0.63+post, stock flow scripts
make -C /OpenROAD-flow-scripts/flow DESIGN_CONFIG=/design/flow/config.mk WORK_HOME=/design/flow/orfs finish
==> flow/config.mk <==
export PLATFORM = sky130hd
export DESIGN_NAME = iic_drive
export DESIGN_NICKNAME = iic_drive
export VERILOG_FILES = /design/flow/design.v
export SDC_FILE = /design/flow/constraint.sdc
export NUM_CORES = 4
export LEC_CHECK = 1
export CORE_UTILIZATION = 50
==> flow/constraint.sdc <==
current_design iic_drive

set clk_period 8.1
set clk_io_pct 0.2

create_clock -name clk0 -period $clk_period [get_ports {clk}]

set non_clock_inputs [all_inputs -no_clocks]
set_input_delay [expr $clk_period * $clk_io_pct] -clock clk0 $non_clock_inputs
set_output_delay [expr $clk_period * $clk_io_pct] -clock clk0 [all_outputs]
==> GITHUB_STEP_SUMMARY <==
### Metrics collected by this job

| Metric | Value |
|---|---|
| Yosys warning count | 2 |
| Ports | just over 50 |
| Outcome | did not finish |
| Port buffer count | roughly 48 |
| Avg Cell Area, Syn | a little over 10 um^2 |
| Largest type area fraction | 0.2552 |
| Top cells by area | edfxtp_1 26%, dfxtp_1 19%, ha_1 5.1% |
| Mapped Area | 6120 um^2 |
| # rows | 40 |
| Top-count cell post-synth | dfxtp_1 |
| Most common library cells after synthesis | 58 x dfxtp_1, 54 x nor2_1, 52 x edfxtp_1 |
| Last stage | clock tree synthesis |
| Buffer count from post-CTS setup fixing | 0 |
| Post-cts gate resize count | 0 |
| Number of synthesized flops with an enable pin | between 50 and 60 |
| Synth Register Bits | about 110 |
| H-tree depth | 3 |
| YS chip area | 6120 um^2 |
| Synth unique cells | around 70 |
| Post-synth seq share | 0.4449 |
| Dpl hpwl | 9089 um |
| Cell type with the largest total area | edfxtp_1 |
| Die H | 112.6 um |
| Init Core Util | 0.5116 |
| Err | [error] [KeplerFormal.cpp:679] Workflow failed: Iso has multiple drivers: .sda0, sda$_DFF_P_.Q0 |
| Chip Width | roughly 110 um |
| Synth Instances | about 600 |
| Async SR Flop Fraction | 0 |
| CTS buffer count | 9 |
| Hold buffer count at cts | 0 |
| Clock root buffer | clkbuf_16 |
| # Cells Yosys | 603 |
| CTS sink count | between 100 and 150 |
| Global placer's final weighted congestion | 0.8747 |
| Synth Flop Type | dfxtp_1 |
| CTS max path bufs | 2 |
[cell families after synthesis]
kind of cell	synth area share
AND/OR/NAND/NOR	0.2513
flip-flops	0.4449
AND-OR/OR-AND	0.1239
buffers and inverters	0.04477
XOR/XNOR	0.08158
adder cells (fa/ha/maj)	0.05111
other	0.0006128
multiplexers	0.001840
[stage by stage]
| stage | setup slack, ns | power [mW] | area (um^2) | cells |
|---|---|---|---|---|
| floorplan | 4.919 | 0.6698 | 6120 | 603 |
| global placement | 4.146 | 0.7017 | 6669 | 770 |
| detailed placement | 4.095 | 0.7033 | 6669 | 770 |
Power is estimated from default activity; no workload was simulated.
